<file path="./run.sh">
#!/bin/bash
# OpenROAD 26Q1-2900-gdf79404cd8, Yosys 0.63+post, stock flow scripts
make -C /OpenROAD-flow-scripts/flow DESIGN_CONFIG=/design/flow/config.mk WORK_HOME=/design/flow/orfs finish
</file>
<file path="./config.mk">
export PLATFORM = sky130hd
export DESIGN_NAME = alu
export DESIGN_NICKNAME = alu
export VERILOG_FILES = /design/flow/design.v
export SDC_FILE = /design/flow/constraint.sdc
export NUM_CORES = 4
export LEC_CHECK = 1
export CORE_UTILIZATION = 50
</file>
<file path="./constraint.sdc">
current_design alu

set clk_period 20.1
set clk_io_pct 0.2

create_clock -name clk0 -period $clk_period

set non_clock_inputs [all_inputs -no_clocks]
set_input_delay [expr $clk_period * $clk_io_pct] -clock clk0 $non_clock_inputs
set_output_delay [expr $clk_period * $clk_io_pct] -clock clk0 [all_outputs]
</file>
<file path="./design.v">
`default_nettype none
`timescale 1ns/1ps
module alu(x, y, op_code, z, equal, zero, overflow);
	parameter N = 32;
	input wire [(N-1):0] x, y;
	input wire [3:0] op_code;
	output reg [(N-1):0] z;
	output wire equal, zero, overflow;
	wire signed [31:0] x_s, y_s;
	assign x_s = x;
	assign y_s = y;
	always @(*) begin
		case (op_code)
			4'b0000 : z = x & y;
			4'b0001  : z = x | y;
			4'b0010 : z = x ^ y;
			4'b0011 : z = ~(x | y);
			4'b0100 : z = {31'b0, x_s < y_s}; 
			4'b0101 : z = x << y;
			4'b0110 : z = x >> y;
			4'b0111 : z = x + y;
			4'b1000 : z = x - y;
			4'b1011 : z = x_s >>> y_s;
			default : z = 0;
		endcase
	end
	assign equal = (x === y);
	assign zero = (z === 32'd0);
endmodule
`default_nettype wire
</file>
==> impl_metrics.env <==
# flow metrics
export IMPL_ys_seq_frac=0
export IMPL_ys_types=91
export IMPL_maxClockFrequency_ghz=0.07059
export IMPL_timing_max_cap_violations=0
export IMPL_critical_path_n_buffers_inverters=4
export IMPL_globalRouteOverflowTotal=0
export IMPL_total_leakage_power_uw=0.004853
export IMPL_worst_slack_ns=5.933
export IMPL_timing_critical_path_to_type="primary output"
export IMPL_warnings=99
export IMPL_post_cts_resized_instances=0
export IMPL_most_numerous_cell_in_the_yosys_netlist="sky130_fd_sc_hd__nand2_1"
export IMPL_layout_area_seq_um2=0
export IMPL_critPathTopFamily="simple AND/OR/NAND/NOR gates"
export IMPL_critical_path_top_cell_by_count="sky130_fd_sc_hd__clkdlybuf4s50_1"
export IMPL_die_h_um=151.3
export IMPL_grt_antenna_before_repair=8
export IMPL_areaGrowthSynthToFinish_pct=10.06
export IMPL_finalPower_uw=355.8
export IMPL_cpPeakStageDelay_ns=0.62
export IMPL_place_hpwl_um=46360
export IMPL_count_of_clock_buffers_in_the_final_design=0
export IMPL_crit_path_cell_trace="clkdlybuf4s50_1 -> buf_4 -> inv_1 -> ha_1 -> nor2b_1 -> a211o_1 -> o21ai_1 -> or3b_1 -> a2111oi_0 -> o221ai_1 -> or4b_2 -> or4b_1 -> nand4bb_1 -> or4_1 -> nor4_2 -> clkdlybuf4s50_1"
export IMPL_io_pins=103
export IMPL_setup_viol_count_final=0
export IMPL_yosysTopAreaCell="sky130_fd_sc_hd__ha_1"
export IMPL_detail_route_first_pass_iterations=9
export IMPL_finalWorstPathRequiredPeriod_ns=14.17
export IMPL_ys_warnings_count=2
export IMPL_gp_routability_congestion=1.162
export IMPL_rsz0062_at_grt="no"
export IMPL_die_area_um2=22880
export IMPL_min_delay_worst_type="in2out"
export IMPL_grt_util_all_layers=0.5320
export IMPL_postCtsSetupBuffers=0
export IMPL_crit_slowest_cell="sky130_fd_sc_hd__or4b_2"
export IMPL_drt_iter0_drc=2215
export IMPL_final_min_period_over_clock_period=0.7048
export IMPL_yosysTopAreaCellShare=0.1101
export IMPL_postLayoutCoreUtil=0.5619
export IMPL_timing_hold_violations_final=0
export IMPL_top_cells_by_area="sky130_fd_sc_hd__ha_1 11%, sky130_fd_sc_hd__mux4_2 9.7%, sky130_fd_sc_hd__mux2i_1 7.2%"
export IMPL_place_worst_setup_slack_ns=6.067
export IMPL_power_density_nw_per_um2=29.01
export IMPL_core_area_um2=21820
export IMPL_yosys_stat_cells=1652
export IMPL_layout_drive_gt1_share=0.09475
export IMPL_worst_max_slew_margin_expressed_relative_to_the_limit=0.05355
export IMPL_power_internal_uw=129.9
export IMPL_path_max_fanout=33
export IMPL_via_to_cell_ratio=7.615
export IMPL_switchingPower_uw=225.9
export IMPL_maxSlewViolCount=0
export IMPL_cp_start_kind="input port"
export IMPL_criticalPathCategory="in2out"
export IMPL_place_port_buffers=102
export IMPL_detail_route_wl_per_cell_um=31.09
export IMPL_common_cells="151 x sky130_fd_sc_hd__nand2_1, 140 x sky130_fd_sc_hd__a21oi_1, 132 x sky130_fd_sc_hd__nor2_1"
export IMPL_global_route_wire_length_before_repair_um=86220
export IMPL_synthCells=1652
export IMPL_worst_hold_startpoint="y[0]"
export IMPL_final_setup_tns_ns=0
export IMPL_ir_worst_vdd_mv=0.01487
export IMPL_final_routed_wirelength_across_all_metal_layers_um=60380
export IMPL_swShare=0.6350
export IMPL_detail_route_drc_violations=0
export IMPL_yosys_stat_area_um2=11140
export IMPL_die_size_x_um=151.3
export IMPL_sequential_cell_total=0
export IMPL_run_status="complete, no violations"
export IMPL_maximum_number_of_pins_on_one_net_before_global_route_repair=66
export IMPL_syn_avg_cell_area_um2=6.745
export IMPL_floorplan_initialDensity=0.5105
export IMPL_antenna_left=0
export IMPL_first_global_vias=12780
export IMPL_cp_required_ns=16.08
export IMPL_postCtsHoldBufs=0
export IMPL_num_rows=54
export IMPL_via_count=14790
export IMPL_worstMarginPinSlew_ns=1.405
export IMPL_timing_critical_path_arrival_ns=10.15
export IMPL_timing_critical_path_from="y[4]"
export IMPL_post_synth_instance_area_um2=11140
-- final timing paths --
check    to  slack [ns]  cells past startpoint
max    zero        5.93                     16
min    z[1]        9.36                      5
-- tightest hold or removal path, cell delays in order --
cell                              delay, ns
sky130_fd_sc_hd__buf_4                 0.21
sky130_fd_sc_hd__mux2_2                0.37
sky130_fd_sc_hd__nand3_1               0.12
sky130_fd_sc_hd__nand3_1               0.16
sky130_fd_sc_hd__clkdlybuf4s50_1       0.45
-- power by group through the flow --
| stage | combinational [uW] | clock, uW | sequential, uW |
|---|---|---|---|
| 4_1_cts | 336 | 0 | 0 |
| 5_1_grt | 372 | 0 | 0 |
-- logic make-up (layout without fill, tap and decap cells) --
family | after synthesis | after routing | synth area share
XOR/XNOR | 13 | 13 | 0.01022
AND-OR/OR-AND | 596 | 596 | 0.3564
buffers and inverters | 257 | 262 | 0.09275
other | 1 | 6 | 0.0003366
multiplexers | 149 | 149 | 0.1901
AND/OR/NAND/NOR | 536 | 536 | 0.2365
adder cells (fa/ha/maj) | 100 | 100 | 0.1136
-- metrics by stage --
| step | hold WS, ns | instances | instance area (um^2) |
|---|---|---|---|
| floorplan | 8.259 | 1652 | 11140 |
| global placement | 9.327 | 1937 | 12250 |
| detailed placement | 9.339 | 1937 | 12250 |
| CTS | 9.339 | 1937 | 12250 |
| global route | 9.369 | 1937 | 12250 |
| finish | 9.359 | 1942 | 12260 |
-- cell type report --
cell class | instances | area (um^2)
multi-input combinational | 1395 | 10110
fill | 2096 | 9560
timing repair buffer | 151 | 1369
inverter | 111 | 416.7
tap | 280 | 350.3
antenna | 5 | 12.51
-- layout by cell type, fill, tap and decap left out, types with 23 or more instances in the layout --
cell,netlist,layout
sky130_fd_sc_hd__a211oi_1,33,33
sky130_fd_sc_hd__a21oi_1,140,140
sky130_fd_sc_hd__a31oi_1,32,32
sky130_fd_sc_hd__buf_4,3,53
sky130_fd_sc_hd__clkdlybuf4s50_1,0,96
sky130_fd_sc_hd__ha_1,98,98
sky130_fd_sc_hd__inv_1,103,103
sky130_fd_sc_hd__mux2i_1,80,80
sky130_fd_sc_hd__mux4_2,48,48
sky130_fd_sc_hd__nand2_1,151,151
sky130_fd_sc_hd__nand2b_1,23,23
sky130_fd_sc_hd__nand3_1,35,35
sky130_fd_sc_hd__nor2_1,132,132
sky130_fd_sc_hd__nor3_1,60,60
sky130_fd_sc_hd__nor4_1,27,26
sky130_fd_sc_hd__o211ai_1,34,34
sky130_fd_sc_hd__o21ai_0,123,123
sky130_fd_sc_hd__o22ai_1,26,26
-- routing by layer --
| layer | wire (um) | GRT usage | share of wire | vias to the layer above |
|---|---|---|---|---|
| li1 | - | - | - | 6321 |
| met5 | 80 | 0 | 0.0013 | - |
| met2 | 23780 | 0.7167 | 0.39 | 1294 |
| met4 | 4846 | 0.3440 | 0.080 | 8 |
| met3 | 9482 | 0.2120 | 0.16 | 320 |
| met1 | 22190 | 0.6975 | 0.37 | 6846 |
Power figures rest on the tool's default switching activity, not on a simulated workload.
