File: ./config.mk
export PLATFORM = sky130hd
export DESIGN_NAME = register_file
export DESIGN_NICKNAME = register_file
export VERILOG_FILES = /design/flow/design.v
export SDC_FILE = /design/flow/constraint.sdc
export NUM_CORES = 4
export LEC_CHECK = 1
export CORE_UTILIZATION = 40
File: ./constraint.sdc
current_design register_file

set clk_period 10.1
set clk_io_pct 0.2

create_clock -name clk0 -period $clk_period [get_ports {clk}]

set non_clock_inputs [all_inputs -no_clocks]
set_input_delay [expr $clk_period * $clk_io_pct] -clock clk0 $non_clock_inputs
set_output_delay [expr $clk_period * $clk_io_pct] -clock clk0 [all_outputs]
File: ./design.v
`timescale 1ns/1ps
module decoder(enable, encoded, decoded);
	parameter N = 1;
	input enable;
	input [(N-1):0] encoded;
	output [(2**N-1):0] decoded;
	genvar ii;
	generate for(ii = 0; ii < 2**N; ii = ii + 1) begin : DECODER_AND_GATES
		assign decoded[ii] = enable & &(encoded ~^ ii);
	end endgenerate
endmodule
module register(clk, rst, d, q, ena);
	parameter N = 32;
	input wire clk, rst, ena;
	input wire [N-1:0] d;
	output reg [N-1:0] q;
	always @(posedge clk) begin
		if(rst) begin
			q <= 0;
		end
		else if (ena) begin
			q <= d;
		end
		else begin
			q <= q;
		end
	end
endmodule
`default_nettype none
`timescale 1ns/1ps
module register_file(clk, rst, rd_addr0, rd_addr1, wr_addr, rd_data0, rd_data1, wr_data, wr_ena);
	parameter N = 32;
	input wire clk, rst;
	input wire [4:0] rd_addr0, rd_addr1, wr_addr;
	output reg [N-1:0] rd_data0, rd_data1;
	input wire [N-1:0] wr_data;
	input wire wr_ena;
	wire [31:0] reg_enas;
	decoder #(5) REGISTER_DECODER (.enable(wr_ena), .encoded(wr_addr), .decoded(reg_enas));
	wire signed [N-1:0] r00, r01, r02, r03, r04, r05, r06, r07, r08, r09, r10, r11, r12, r13, r14, r15, r16, r17, r18, r19, r20, r21, r22, r23, r24, r25, r26, r27, r28, r29, r30, r31;
	assign r00 = 0;  
	register #(.N(N)) R01 (.clk(clk), .d(wr_data), .q(r01), .rst(rst), .ena(reg_enas[01]));
	register #(.N(N)) R02 (.clk(clk), .d(wr_data), .q(r02), .rst(rst), .ena(reg_enas[02]));
	register #(.N(N)) R03 (.clk(clk), .d(wr_data), .q(r03), .rst(rst), .ena(reg_enas[03]));
	register #(.N(N)) R04 (.clk(clk), .d(wr_data), .q(r04), .rst(rst), .ena(reg_enas[04]));
	register #(.N(N)) R05 (.clk(clk), .d(wr_data), .q(r05), .rst(rst), .ena(reg_enas[05]));
	register #(.N(N)) R06 (.clk(clk), .d(wr_data), .q(r06), .rst(rst), .ena(reg_enas[06]));
	register #(.N(N)) R07 (.clk(clk), .d(wr_data), .q(r07), .rst(rst), .ena(reg_enas[07]));
	register #(.N(N)) R08 (.clk(clk), .d(wr_data), .q(r08), .rst(rst), .ena(reg_enas[08]));
	register #(.N(N)) R09 (.clk(clk), .d(wr_data), .q(r09), .rst(rst), .ena(reg_enas[09]));
	register #(.N(N)) R10 (.clk(clk), .d(wr_data), .q(r10), .rst(rst), .ena(reg_enas[10]));
	register #(.N(N)) R11 (.clk(clk), .d(wr_data), .q(r11), .rst(rst), .ena(reg_enas[11]));
	register #(.N(N)) R12 (.clk(clk), .d(wr_data), .q(r12), .rst(rst), .ena(reg_enas[12]));
	register #(.N(N)) R13 (.clk(clk), .d(wr_data), .q(r13), .rst(rst), .ena(reg_enas[13]));
	register #(.N(N)) R14 (.clk(clk), .d(wr_data), .q(r14), .rst(rst), .ena(reg_enas[14]));
	register #(.N(N)) R15 (.clk(clk), .d(wr_data), .q(r15), .rst(rst), .ena(reg_enas[15]));
	register #(.N(N)) R16 (.clk(clk), .d(wr_data), .q(r16), .rst(rst), .ena(reg_enas[16]));
	register #(.N(N)) R17 (.clk(clk), .d(wr_data), .q(r17), .rst(rst), .ena(reg_enas[17]));
	register #(.N(N)) R18 (.clk(clk), .d(wr_data), .q(r18), .rst(rst), .ena(reg_enas[18]));
	register #(.N(N)) R19 (.clk(clk), .d(wr_data), .q(r19), .rst(rst), .ena(reg_enas[19]));
	register #(.N(N)) R20 (.clk(clk), .d(wr_data), .q(r20), .rst(rst), .ena(reg_enas[20]));
	register #(.N(N)) R21 (.clk(clk), .d(wr_data), .q(r21), .rst(rst), .ena(reg_enas[21]));
	register #(.N(N)) R22 (.clk(clk), .d(wr_data), .q(r22), .rst(rst), .ena(reg_enas[22]));
	register #(.N(N)) R23 (.clk(clk), .d(wr_data), .q(r23), .rst(rst), .ena(reg_enas[23]));
	register #(.N(N)) R24 (.clk(clk), .d(wr_data), .q(r24), .rst(rst), .ena(reg_enas[24]));
	register #(.N(N)) R25 (.clk(clk), .d(wr_data), .q(r25), .rst(rst), .ena(reg_enas[25]));
	register #(.N(N)) R26 (.clk(clk), .d(wr_data), .q(r26), .rst(rst), .ena(reg_enas[26]));
	register #(.N(N)) R27 (.clk(clk), .d(wr_data), .q(r27), .rst(rst), .ena(reg_enas[27]));
	register #(.N(N)) R28 (.clk(clk), .d(wr_data), .q(r28), .rst(rst), .ena(reg_enas[28]));
	register #(.N(N)) R29 (.clk(clk), .d(wr_data), .q(r29), .rst(rst), .ena(reg_enas[29]));
	register #(.N(N)) R30 (.clk(clk), .d(wr_data), .q(r30), .rst(rst), .ena(reg_enas[30]));
	register #(.N(N)) R31 (.clk(clk), .d(wr_data), .q(r31), .rst(rst), .ena(reg_enas[31]));
	always @(*) begin
		case (rd_addr0) 
			5'd00 : rd_data0 = r00;
			5'd01 : rd_data0 = r01;
			5'd02 : rd_data0 = r02;
			5'd03 : rd_data0 = r03;
			5'd04 : rd_data0 = r04;
			5'd05 : rd_data0 = r05;
			5'd06 : rd_data0 = r06;
			5'd07 : rd_data0 = r07;
			5'd08 : rd_data0 = r08;
			5'd09 : rd_data0 = r09;
			5'd10 : rd_data0 = r10;
			5'd11 : rd_data0 = r11;
			5'd12 : rd_data0 = r12;
			5'd13 : rd_data0 = r13;
			5'd14 : rd_data0 = r14;
			5'd15 : rd_data0 = r15;
			5'd16 : rd_data0 = r16;
			5'd17 : rd_data0 = r17;
			5'd18 : rd_data0 = r18;
			5'd19 : rd_data0 = r19;
			5'd20 : rd_data0 = r20;
			5'd21 : rd_data0 = r21;
			5'd22 : rd_data0 = r22;
			5'd23 : rd_data0 = r23;
			5'd24 : rd_data0 = r24;
			5'd25 : rd_data0 = r25;
			5'd26 : rd_data0 = r26;
			5'd27 : rd_data0 = r27;
			5'd28 : rd_data0 = r28;
			5'd29 : rd_data0 = r29;
			5'd30 : rd_data0 = r30;
			5'd31 : rd_data0 = r31;
			default: rd_data0 = 0;
		endcase
		case (rd_addr1)
			5'd00 : rd_data1 = r00;
			5'd01 : rd_data1 = r01;
			5'd02 : rd_data1 = r02;
			5'd03 : rd_data1 = r03;
			5'd04 : rd_data1 = r04;
			5'd05 : rd_data1 = r05;
			5'd06 : rd_data1 = r06;
			5'd07 : rd_data1 = r07;
			5'd08 : rd_data1 = r08;
			5'd09 : rd_data1 = r09;
			5'd10 : rd_data1 = r10;
			5'd11 : rd_data1 = r11;
			5'd12 : rd_data1 = r12;
			5'd13 : rd_data1 = r13;
			5'd14 : rd_data1 = r14;
			5'd15 : rd_data1 = r15;
			5'd16 : rd_data1 = r16;
			5'd17 : rd_data1 = r17;
			5'd18 : rd_data1 = r18;
			5'd19 : rd_data1 = r19;
			5'd20 : rd_data1 = r20;
			5'd21 : rd_data1 = r21;
			5'd22 : rd_data1 = r22;
			5'd23 : rd_data1 = r23;
			5'd24 : rd_data1 = r24;
			5'd25 : rd_data1 = r25;
			5'd26 : rd_data1 = r26;
			5'd27 : rd_data1 = r27;
			5'd28 : rd_data1 = r28;
			5'd29 : rd_data1 = r29;
			5'd30 : rd_data1 = r30;
			5'd31 : rd_data1 = r31;
			default: rd_data1 = 0;
		endcase
	end
	task print_hex;
	begin
		$display("r00::   $zero::%h",r00);
		$display("r01::     $at::%h",r01);
		$display("r02::     $v0::%h",r02);
		$display("r03::     $v1::%h",r03);
		$display("r04::     $a0::%h",r04);
		$display("r05::     $a1::%h",r05);
		$display("r06::     $a2::%h",r06);
		$display("r07::     $a3::%h",r07);
		$display("r08::     $t0::%h",r08);
		$display("r09::     $t1::%h",r09);
		$display("r10::     $t2::%h",r10);
		$display("r11::     $t3::%h",r11);
		$display("r12::     $t4::%h",r12);
		$display("r13::     $t5::%h",r13);
		$display("r14::     $t6::%h",r14);
		$display("r15::     $t7::%h",r15);
		$display("r16::     $s0::%h",r16);
		$display("r17::     $s1::%h",r17);
		$display("r18::     $s2::%h",r18);
		$display("r19::     $s3::%h",r19);
		$display("r20::     $s4::%h",r20);
		$display("r21::     $s5::%h",r21);
		$display("r22::     $s6::%h",r22);
		$display("r23::     $s7::%h",r23);
		$display("r24::     $t8::%h",r24);
		$display("r25::     $t9::%h",r25);
		$display("r26::     $k0::%h",r26);
		$display("r27::     $k1::%h",r27);
		$display("r28::     $gp::%h",r28);
		$display("r29::     $sp::%h",r29);
		$display("r30::     $fp::%h",r30);
		$display("r31::     $ra::%h",r31);
	end
	endtask
	task print_decimal;
	begin
		$display("r00::   $zero::%d",r00);
		$display("r01::     $at::%d",r01);
		$display("r02::     $v0::%d",r02);
		$display("r03::     $v1::%d",r03);
		$display("r04::     $a0::%d",r04);
		$display("r05::     $a1::%d",r05);
		$display("r06::     $a2::%d",r06);
		$display("r07::     $a3::%d",r07);
		$display("r08::     $t0::%d",r08);
		$display("r09::     $t1::%d",r09);
		$display("r10::     $t2::%d",r10);
		$display("r11::     $t3::%d",r11);
		$display("r12::     $t4::%d",r12);
		$display("r13::     $t5::%d",r13);
		$display("r14::     $t6::%d",r14);
		$display("r15::     $t7::%d",r15);
		$display("r16::     $s0::%d",r16);
		$display("r17::     $s1::%d",r17);
		$display("r18::     $s2::%d",r18);
		$display("r19::     $s3::%d",r19);
		$display("r20::     $s4::%d",r20);
		$display("r21::     $s5::%d",r21);
		$display("r22::     $s6::%d",r22);
		$display("r23::     $s7::%d",r23);
		$display("r24::     $t8::%d",r24);
		$display("r25::     $t9::%d",r25);
		$display("r26::     $k0::%d",r26);
		$display("r27::     $k1::%d",r27);
		$display("r28::     $gp::%d",r28);
		$display("r29::     $sp::%d",r29);
		$display("r30::     $fp::%d",r30);
		$display("r31::     $ra::%d",r31);
	end
	endtask
endmodule
`default_nettype wire
File: ./run.sh
#!/bin/bash
# OpenROAD 26Q1-2900-gdf79404cd8, Yosys 0.63+post, stock flow scripts
make -C /OpenROAD-flow-scripts/flow DESIGN_CONFIG=/design/flow/config.mk WORK_HOME=/design/flow/orfs finish
==> flow_summary.html <==
<!-- implementation run metrics -->
<table>
<tr><th>Metric</th><th>Value</th></tr>
<tr><th colspan="2">CTS</th></tr>
<tr><td>Hold bufs inserted after CTS</td><td>0</td></tr>
<tr><td>Root Buffer</td><td>sky130_fd_sc_hd__clkbuf_16</td></tr>
<tr><td>CTS H-tree depth</td><td>3</td></tr>
<tr><td>Post-CTS resize count</td><td>0</td></tr>
<tr><td>Total clock buffers created by CTS</td><td>111</td></tr>
<tr><td>Total number of clock tree sinks</td><td>992</td></tr>
<tr><td>Buffer levels on the longest clock path</td><td>3</td></tr>
<tr><td>CTS tree</td><td>built</td></tr>
<tr><td>Clock transition at the register clock pins on the worst setup and hold paths after CTS</td><td>0.06 ns</td></tr>
<tr><td>Post-CTS setup buffer count</td><td>0</td></tr>
<tr><td>Source-to-sink clock delay at the later pin of the worst-skew pair</td><td>0.76 ns</td></tr>
<tr><th colspan="2">Routing</th></tr>
<tr><td>Wire per inst</td><td>39.7 microns</td></tr>
<tr><td>Iteration tally of the first detailed-router pass</td><td>9</td></tr>
<tr><td>ANT nets after route</td><td>0</td></tr>
<tr><td>Total wirelength of the detailed-routed design</td><td>321000 microns</td></tr>
<tr><td>Via density</td><td>6.95</td></tr>
<tr><td>Vias</td><td>56300</td></tr>
<tr><td>DRC errors left</td><td>0</td></tr>
<tr><td>Number of DRC markers after the initial detailed-route iteration</td><td>8815</td></tr>
<tr><th colspan="2">Setup path</th></tr>
<tr><td>Crit-path slowest cell</td><td>sky130_fd_sc_hd__nor3b_2</td></tr>
<tr><td>Worst setup SP type</td><td>input pin</td></tr>
<tr><td>Worst-path cell chain</td><td>buf_4 -&gt; buf_4 -&gt; nor3b_2 -&gt; buf_4 -&gt; and2_1 -&gt; buf_4 -&gt; a22o_1 -&gt; a221oi_1 -&gt; nand4_1 -&gt; clkdlybuf4s50_1</td></tr>
<tr><td>Worst R2R End</td><td>R09.q[27]</td></tr>
<tr><td>Family with the most delay on the worst path</td><td>simple AND/OR/NAND/NOR gates</td></tr>
<tr><td>R2R setup slack</td><td>9.28 ns</td></tr>
<tr><td>CP arrival</td><td>6.45 ns</td></tr>
<tr><td>CP peak stage delay</td><td>1.27 ns</td></tr>
<tr><td>Type of the setup path with the least slack</td><td>input pin to output port</td></tr>
<tr><td>Critical Path Sink Type</td><td>output port</td></tr>
<tr><td>Crit Path Max Fanout</td><td>26</td></tr>
<tr><td>Cell count of the worst reg-to-reg path</td><td>2</td></tr>
<tr><td>Most common cell type on the critical path</td><td>sky130_fd_sc_hd__buf_4</td></tr>
<tr><td>Worst endpoint required time</td><td>8.08 ns</td></tr>
<tr><td>Worst R2R Start</td><td>R09.q[27]</td></tr>
<tr><td>Worst path buffer plus inverter count</td><td>5</td></tr>
<tr><th colspan="2">Power and ir drop</th></tr>
<tr><td>Switching fraction of total power</td><td>0.267</td></tr>
<tr><td>Part of the total power dissipated in the clock network</td><td>0.485</td></tr>
<tr><td>Combinational share of power</td><td>0.075</td></tr>
<tr><td>Leakage power</td><td>18.2 nW</td></tr>
<tr><td>Internal power</td><td>6.61 mW</td></tr>
<tr><td>Pwr Density</td><td>163 nW/um^2</td></tr>
<tr><td>Total power</td><td>9.02 mW</td></tr>
<tr><td>Power share of the sequential group</td><td>0.440</td></tr>
<tr><td>Psw</td><td>2.41 mW</td></tr>
<tr><td>Max IR drop VDD</td><td>0.195 mV</td></tr>
<tr><th colspan="2">Yosys</th></tr>
<tr><td>XOR/XNOR Fraction of Synth Area</td><td>0</td></tr>
<tr><td>Yosys chip area</td><td>48300 sq um</td></tr>
<tr><td>Number of flops mapped to enable cells by yosys</td><td>0</td></tr>
<tr><td>Synth Flop Type</td><td>sky130_fd_sc_hd__dfxtp_1</td></tr>
<tr><td>Sequential share of the synthesized area</td><td>0.411</td></tr>
<tr><td>Fraction of synthesis flops using an asynchronous set or reset pin</td><td>0</td></tr>
<tr><td>YS warnings</td><td>2</td></tr>
<tr><td>Simple logic cell fraction of the synthesized area</td><td>0.258</td></tr>
<tr><td>Cells in synth_stat.txt</td><td>6557</td></tr>
<tr><td>AND-OR/OR-AND share of the synthesized area</td><td>0.247</td></tr>
<tr><td>Syn avg cell area</td><td>7.36 sq um</td></tr>
<tr><td>Number of synthesized register bits</td><td>992</td></tr>
<tr><td>Proportion of synthesized area in mux cells</td><td>0.0287</td></tr>
<tr><td>Number of cells produced by synthesis</td><td>6557</td></tr>
<tr><td>Largest non-sequential cell family by area</td><td>simple AND/OR/NAND/NOR gates</td></tr>
<tr><td>Number of different library cells in the post-synthesis netlist</td><td>64</td></tr>
<tr><td>FA/HA/MAJ Cells, Area Fraction</td><td>0</td></tr>
<tr><td>Area of the mapped netlist</td><td>48300 sq um</td></tr>
<tr><th colspan="2">Final timing</th></tr>
<tr><td>Hold violation total from the final report</td><td>0</td></tr>
<tr><td>Final critical delay including setup and external delays</td><td>8.47 ns</td></tr>
<tr><td>Share of the clock period used by the worst path</td><td>0.838</td></tr>
<tr><td>Slew at the pin closest to its max-slew limit</td><td>1.53 ns</td></tr>
<tr><td>Count of final max-slew check failures</td><td>10</td></tr>
<tr><td>Setup TNS</td><td>0 ns</td></tr>
<tr><td>Slew headroom</td><td>-0.0225</td></tr>
<tr><td>Setup skew after layout</td><td>0 ns</td></tr>
<tr><td>Peak clock frequency supported by timing</td><td>118 MHz</td></tr>
<tr><td>Unrepaired setup endpoints after global routing</td><td>false</td></tr>
<tr><td>Setup Viol. Count Final</td><td>0</td></tr>
<tr><th colspan="2">Cells and area</th></tr>
<tr><td>Leading cell types in the layout, fill and taps excluded</td><td>2090 x sky130_fd_sc_hd__nand2_1, 1011 x sky130_fd_sc_hd__a21oi_1, 992 x sky130_fd_sc_hd__dfxtp_1</td></tr>
<tr><td>Layout overhead on the synthesized area</td><td>14.5%</td></tr>
<tr><td>Commonest non-fill, non-tap cell in the layout</td><td>sky130_fd_sc_hd__nand2_1</td></tr>
<tr><td>Final instance count without filler cells</td><td>8096</td></tr>
<tr><td>Ratio of cells with drive above 1 in the final layout</td><td>0.101</td></tr>
<tr><th colspan="2">Floorplan</th></tr>
<tr><td>Die x size</td><td>349 microns</td></tr>
<tr><td>Core region area</td><td>120000 sq um</td></tr>
<tr><td>Vertical die dimension</td><td>349 microns</td></tr>
<tr><td>Boundary Pins</td><td>114</td></tr>
<tr><td>Core Rows</td><td>127</td></tr>
<tr><td>Floorplan core density</td><td>0.403</td></tr>
<tr><td>Overall die area</td><td>122000 sq um</td></tr>
<tr><th colspan="2">Placement</th></tr>
<tr><td>Weighted congestion at the end of routability-driven global placement</td><td>1.06</td></tr>
<tr><td>Cell total after placement</td><td>7877</td></tr>
<tr><td>Detail Placement HPWL</td><td>195000 microns</td></tr>
<tr><td>Number of I/O port buffers</td><td>113</td></tr>
<tr><th colspan="2">Flow run</th></tr>
<tr><td>Max-cap violation count</td><td>1</td></tr>
<tr><td>Total tool warning count</td><td>29</td></tr>
<tr><th colspan="2">Hold path</th></tr>
<tr><td>Hold path startpoint</td><td>R29.q[4]</td></tr>
<tr><td>Worst min-delay path endpoint</td><td>R29.q[4]</td></tr>
<tr><td>Cell count of the worst hold path</td><td>2</td></tr>
<tr><td>Path class of the lowest-slack min-delay path</td><td>flop to flop</td></tr>
<tr><th colspan="2">Outcome</th></tr>
<tr><td>Outcome</td><td>finished, violations left</td></tr>
<tr><td>Failing checks</td><td>capacitance limit, slew limit</td></tr>
<tr><th colspan="2">Global routing</th></tr>
<tr><td>Wire length of the first global-routing pass</td><td>428000 microns</td></tr>
<tr><td>Total overflow reported by the global router</td><td>0</td></tr>
<tr><td>Total global-route track usage</td><td>0.533</td></tr>
<tr><td>Vias in the first global route</td><td>51600</td></tr>
<tr><td>Maximum number of pins on one net before global-route repair</td><td>141</td></tr>
<tr><td>Initial antenna violation count</td><td>39</td></tr>
</table>
==> logic make-up (layout without fill, tap and decap cells) <==
kind of cell           after synthesis  after routing
other                                0             19
AOI/OAI and AO/OA                 1890           1890
DFF                                992            992
buffers and inverters              669            577
muxes                              124            124
and+or+nand+nor                   2882           2882
==> power groups by stage <==
| stage | clock, mW | sequential (mW) | combinational (mW) |
|---|---|---|---|
| 5_1_grt | 4.51 | 3.97 | 0.655 |
| 4_1_cts | 4.36 | 3.97 | 0.620 |
| 6_report | 4.37 | 3.97 | 0.675 |
==> worst min-delay path: stages (launching register included) <==
cell and delay [ns]:
sky130_fd_sc_hd__dfxtp_1 0.32, sky130_fd_sc_hd__nand2_1 0.05, sky130_fd_sc_hd__a21oi_1 0.05
==> metal layers <==
| metal | global-route usage | vias to the layer above | share of wire | wire length (microns) |
|---|---|---|---|---|
| li1 | - | 22800 | - | - |
| met1 | 0.675 | 26800 | 0.35 | 113000 |
| met2 | 0.697 | 5048 | 0.39 | 125000 |
| met3 | 0.283 | 1559 | 0.17 | 53100 |
| met4 | 0.368 | 58 | 0.092 | 29500 |
| met5 | 0.00353 | - | 0.0014 | 445 |
==> how the worst max path moves through the flow <==
stage | to | slack [ns] | startpoint | cells after the start
after CTS | rd_data0[0] | 1.93 | rd_addr0[1] | 10
after global routing | rd_data1[11] | 1.78 | rd_addr1[2] | 10
final | rd_data0[0] | 1.63 | rd_addr0[1] | 10
==> cell type report <==
cell class	instances	area (sq um)
fillers	11900	64500
multi-input cells	4896	26400
flip-flops and latches	992	19900
clock buffers	162	3330
repair buffers	373	3100
well taps	1612	2020
clock inverters	38	520
diodes	19	47.5
inverters	4	15.0
==> synth_stat cells, types with 19 or more instances <==
cell type | n | area (sq um)
sky130_fd_sc_hd__nand2_1 | 2110 | 7920
sky130_fd_sc_hd__a21oi_1 | 1011 | 5060
sky130_fd_sc_hd__dfxtp_1 | 992 | 19900
sky130_fd_sc_hd__clkbuf_1 | 571 | 2140
sky130_fd_sc_hd__a22oi_1 | 520 | 3900
sky130_fd_sc_hd__nand3_1 | 183 | 916
sky130_fd_sc_hd__and3_1 | 143 | 895
sky130_fd_sc_hd__nand4_1 | 131 | 820
sky130_fd_sc_hd__nor2_1 | 97 | 364
sky130_fd_sc_hd__a22o_1 | 95 | 832
sky130_fd_sc_hd__buf_2 | 64 | 320
sky130_fd_sc_hd__mux2i_1 | 63 | 631
sky130_fd_sc_hd__o21ai_0 | 53 | 265
sky130_fd_sc_hd__mux2_2 | 50 | 563
sky130_fd_sc_hd__a2111oi_0 | 46 | 403
sky130_fd_sc_hd__or4_1 | 46 | 345
sky130_fd_sc_hd__a32oi_1 | 42 | 368
sky130_fd_sc_hd__nor3b_1 | 25 | 188
sky130_fd_sc_hd__a221oi_1 | 22 | 193
sky130_fd_sc_hd__nor3_1 | 22 | 110
sky130_fd_sc_hd__a222oi_1 | 20 | 200
sky130_fd_sc_hd__and2_1 | 19 | 119
sky130_fd_sc_hd__and4_1 | 19 | 166
sky130_fd_sc_hd__o211ai_1 | 19 | 143
==> metrics by stage <==
stage,area [sq um],utilization,worst slack (ns),hold WS [ns]
final,55300,0.462,1.63,0.469
after global routing,55300,0.461,1.78,0.483
after CTS,55300,0.461,1.93,0.469
after detailed placement,51400,0.429,1.93,0.460
after global placement,51400,0.429,1.97,0.453
after floorplan,48300,-,4.34,0.440
Power and IR drop assume default switching activity.
