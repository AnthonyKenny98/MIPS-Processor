$ cat flow/config.mk
export PLATFORM = sky130hd
export DESIGN_NAME = mux_8_to_1
export DESIGN_NICKNAME = mux_8_to_1
export VERILOG_FILES = /design/flow/design.v
export SDC_FILE = /design/flow/constraint.sdc
export NUM_CORES = 4
export LEC_CHECK = 1
export CORE_AREA = 10 10 120 120
export DIE_AREA = 0 0 130 130
$ cat flow/constraint.sdc
current_design mux_8_to_1

set clk_period 1.9
set clk_io_pct 0.2

create_clock -name clk0 -period $clk_period

set non_clock_inputs [all_inputs -no_clocks]
set_input_delay [expr $clk_period * $clk_io_pct] -clock clk0 $non_clock_inputs
set_output_delay [expr $clk_period * $clk_io_pct] -clock clk0 [all_outputs]
$ cat flow/design.v
`timescale 1ns / 1ps
`default_nettype none  
module mux_2_to_1(selector, in0, in1, out);
	parameter N = 32;
	input  wire selector;
	input  wire [N-1:0] in0;  
	input  wire [N-1:0] in1;  
	output wire [N-1:0] out;
	assign out = selector ? in1 : in0;
endmodule
`default_nettype wire  
`timescale 1ns / 1ps
`default_nettype none  
module mux_4_to_1(selector, in00, in01, in10, in11, out);
	parameter N = 32;
	input wire [1:0] selector;
	input wire [N-1:0] in00, in01, in10, in11;
	wire [N-1:0] mux1_out, mux2_out;
	output wire [N-1:0] out;
	mux_2_to_1 #(.N(N)) MUX1 (	.selector(selector[0]),
								.in0(in00),
								.in1(in01),
								.out(mux1_out));
	mux_2_to_1 #(.N(N)) MUX2 (	.selector(selector[0]),
								.in0(in10),
								.in1(in11),
								.out(mux2_out));
	assign out = selector[1] ? mux2_out : mux1_out;
endmodule
`default_nettype wire  
`timescale 1ns / 1ps
`default_nettype none  
module mux_8_to_1(selector, in000, in001, in010, in011, in100, in101, in110, in111, out);
	parameter N = 32;
	input wire [2:0] selector;
	input wire [N-1:0] in000, in001, in010, in011, in100, in101, in110, in111;
	wire [N-1:0] mux1_out, mux2_out;
	output wire [N-1:0] out;
	mux_4_to_1 #(.N(N)) MUX1 (	.selector(selector[1:0]),
								.in00(in000),
								.in01(in001),
								.in10(in010),
								.in11(in011),
								.out(mux1_out));
	mux_4_to_1 #(.N(N)) MUX2 (	.selector(selector[1:0]),
								.in00(in100),
								.in01(in101),
								.in10(in110),
								.in11(in111),
								.out(mux2_out));
	assign out = selector[2] ? mux2_out : mux1_out;
endmodule
`default_nettype wire  
$ cat flow/run.sh
#!/bin/bash
# OpenROAD 26Q1-2900-gdf79404cd8, Yosys 0.63+post, stock flow scripts
make -C /OpenROAD-flow-scripts/flow DESIGN_CONFIG=/design/flow/config.mk WORK_HOME=/design/flow/orfs finish
==> GITHUB_STEP_SUMMARY <==
### Flow metrics

| Metric | Value |
|---|---|
| Max Freq | 0.469 GHz |
| Seq share, synth | 0% |
| M1 WL | 4810 µm |
| Avg Cell Area, Syn | 18.2 µm² |
| CP Capture Type | output pin |
| ANT nets after route | 0 |
| Initial Utilization | 17.4% |
| Met2 routed WL | approximately 7300 µm |
| Worst-path maximum fanout | 6 |
| Crit path DAT | 1.75 ns |
| HPWL Detailed | 11100 µm |
| Die extent in x | 130 µm |
| Flop Count | 0 |
| Num rows | 40 |
| Global-route wire length before repair | 20000 µm |
| Sequential standard cell area | 0 µm² |
| Chip Area | 16900 µm² |
| Layout area overhead | 175% |
| Most numerous logic cells after layout | 218 x clkdlybuf4s50_1, 60 x mux4_2, 35 x buf_6 |
| Syn Std Cell Area | just over 2000 µm² |
| Min Tclk post-route | about 2.1 ns |
| Fin util | 47.9% |
| PwrDens | 233 nW/µm² |
| DRT Pass-1 Iters | 4 |
| Drt drc | 0 |
| IO Pins | 291 |
| Max_cap viols | 0 |
| Share of layout cells above drive strength 1 | 40.4% |
| Total gr overflow | 0 |
| Setup CP Type | primary input to output pin |
| Failing checks | setup timing |
| Cell total in the yosys stat output | 114 |
| Largest net degree at the start of global routing | 27 |
| Mapped Cells | between 100 and 150 |
| Crit path required time | ~1.5 ns |
| Vias | around 2.7k |
| Worst Max-Slew Pin Slew | approximately 0.16 ns |
| Vias in the first global route | 3225 |
| Final setup viols | 32 |
| Initial DRC count | 96 |
| GRT Util Overall | 16.0% |
| Post-place setup slack | -0.563 ns |
| Period utilization | 112% |
| Clock buffers | 0 |
| Vias per inst | 4.54 |
| Final WL | 13700 µm |
| Initial antenna violation count | 1 |
| Status | finished, violations left |
| Final setup margin | -0.234 ns |
| Lkg Pwr | 0.00232 µW |
| Worst vdd ir | 0.000113 V |
| Core area | 11900 µm² |
| RSZ-0062 raised after global routing | true |
| HP Class | primary input to output pin |
| Die H | 130 µm |
| Yosys Chip Area | just over 2000 µm² |
| Port-buffer cells | 291 |
| Avg WL per Cell | roughly 24 µm |
| Max-slew violations | 0 |
| Met3 wire len | 1510 µm |
| Number of hold violations in the final report | 0 |
| Type of origin of the critical path | primary input |
| DR top layer | met4 |
| Synth warnings | 0 |
| Post-synth cell types | 7 |
| Routability cong. | around 0.9 |
| Dominant logic cell type in the layout | clkdlybuf4s50_1 |
| OpenROAD warnings | 34 |
| Slew margin rel. | about nine tenths |
## report_power, final
| group | internal, µW | total [µW] | switching (µW) |
|---|---|---|---|
| registers | 0 | 0 | 0 |
| clock network | 0.0000705 | 0.0000705 | 0 |
| logic | 1020 | 1330 | 307 |
| total | 1020 | 1330 | 307 |
## critical path, stage by stage
cell and delay, ns:
buf_16 0.11, buf_12 0.12, buf_16 0.12, buf_8 0.11
mux4_2 0.50, mux2_4 0.29, buf_6 0.12
## final cells by class
cell class | instances | area [µm²]
Fill cell | 1115 | 6210
Timing Repair Buffer | 340 | 3580
Antenna cell | 1 | 2.50
Multi-Input combinational cell | 96 | 1930
Tap cell | 147 | 184
## Yosys cell counts
master | number | area, µm²
buf_1 | 8 | 30.0
mux2_2 | 32 | 360
mux4_2 | 24 | 541
clkbuf_1 | 2 | 7.51
buf_2 | 1 | 5.00
buf_6 | 7 | 78.8
mux4_1 | 40 | 1050
## path summary, 6_finish.rpt
path | startpoint | end | slack (ns) | depth (start not counted)
max | selector[0] | out[8] | -0.23 | 7
min | in100[3] | out[3] | 1.30 | 4
## through the flow
stage / setup TNS, ns / instance area (µm²) / cells / hold slack, ns / power (µW)
final: -5.57 / 5700 / 584 / 1.30 / 1330
after global routing: -6.86 / 5700 / 584 / 1.31 / 1410
after CTS: -5.99 / 5680 / 584 / 1.34 / 1320
after detailed placement: -16.58 / 5190 / 543 / 1.71 / 1140
after global placement: -16.45 / 5190 / 543 / 1.71 / 1130
after floorplan: 0 / 2070 / 114 / 1.05 / 366
## cell families after synthesis
| family | share of synthesized area (%) |
|---|---|
| mux | 94.1 |
| buf+inv | 5.85 |
## timing repair
action,4_1_cts,5_1_grt
hold buffers,0,0
setup endpoints to repair,32,32
setup buffers,36,3
pin swaps,0,0
resized,254,20
cloned,6,0
## per-layer routing
layer  GRT usage [%]  up-vias
met5               0        -
met1            18.2     1287
met3            6.46        4
met2            28.6      158
met4            1.19        0
li1                -     1201
Power figures rest on the tool's default switching activity, not on a simulated workload.
